==> /design/flow/design.v <==
module axilite_s(
    input  wire         s_axi_aclk,
    input  wire         s_axi_aresetn,
    input  wire         s_axi_awvalid,
    output reg          s_axi_awready,
    input  wire [31: 0] s_axi_awaddr,
    input  wire         s_axi_wvalid,
    output reg         s_axi_wready,
    input  wire [31: 0] s_axi_wdata,
    output reg         s_axi_bvalid,
    input  wire         s_axi_bready,
    output reg  [1: 0] s_axi_bresp,
    input wire         s_axi_arvalid,
    output reg         s_axi_arready,
    input wire [31: 0] s_axi_araddr,
    output reg         s_axi_rvalid,
    input wire         s_axi_rready,
    output reg [31: 0] s_axi_rdata,
    output reg  [1: 0] s_axi_rresp
    );
localparam idle            = 0, 
           send_waddr_ack  = 1,
           send_raddr_ack  = 2,
           send_wdata_ack  = 3,
           update_mem      = 4,
           send_wr_err     = 5,
           send_wr_resp    = 6,
           gen_data        = 7,
           send_rd_err     = 8,
           send_rdata      = 9;
reg [3:0] state      = idle;
reg [3:0] next_state = idle;
reg [1:0] count    = 0;
reg [31:0] waddr, raddr, wdata, rdata;
reg [31:0] mem [128];
always@(posedge s_axi_aclk)
begin
if (s_axi_aresetn == 1'b0)
begin
            state <= idle;
            for(int i = 0; i < 128; i++)
            begin
            mem[i] <= 0;
            end
            s_axi_awready <= 0;
            s_axi_wready  <= 0;
            s_axi_bvalid  <= 0;
            s_axi_bresp   <= 0;
            s_axi_arready <= 0;
            s_axi_rvalid  <= 0;
            s_axi_rdata   <= 0;
            s_axi_rresp   <= 0;
            waddr         <= 0;
            raddr         <= 0;
            wdata         <= 0;
            rdata         <= 0;      
 end
 else 
 begin
        case(state)
        idle: 
        begin
            s_axi_awready <= 0;
            s_axi_wready  <= 0;
            s_axi_bvalid  <= 0;
            s_axi_bresp   <= 0;
            s_axi_arready <= 0;
            s_axi_rvalid  <= 0;
            s_axi_rdata   <= 0;
            s_axi_rresp   <= 0;
            waddr         <= 0;
            raddr         <= 0;
            wdata         <= 0;
            rdata         <= 0;
            count         <= 0;
            s_axi_rvalid  <= 1'b0;
            if (s_axi_awvalid == 1'b1)
                    begin
                    state         <= send_waddr_ack;
                    waddr         <= s_axi_awaddr;
                    s_axi_awready <= 1'b1;
                    end
            else if (s_axi_arvalid == 1'b1)
                    begin
                    state         <= send_raddr_ack;
                    raddr         <= s_axi_araddr;
                    s_axi_arready <= 1'b1;
                    end
            else
                    begin
                    state         <= idle;
                    end
        end
       send_waddr_ack : 
       begin
        s_axi_awready <= 1'b0;
        if(s_axi_wvalid)
                  begin
                  wdata        <= s_axi_wdata;
                  s_axi_wready <= 1'b1;
                  state        <= send_wdata_ack;
                  end
        else
                  begin
                  state        <= send_waddr_ack;
                  end
       end
       send_wdata_ack: 
       begin
          s_axi_wready <= 1'b0;
          if(waddr < 128)
                   begin
                   state      <= update_mem;
                   mem[waddr] <= wdata;
                   end 
          else
                 begin
                 state        <= send_wr_err;
                 s_axi_bresp <= 2'b11;  
                 s_axi_bvalid <= 1'b1; 
                 end
       end
       update_mem: 
       begin
       mem[waddr] <= wdata;
       state      <= send_wr_resp;
       end
       send_wr_resp: 
       begin
       s_axi_bresp  <= 2'b00;
       s_axi_bvalid <= 1'b1;
       if(s_axi_bready)
                 begin
                 state        <= idle;
                 end
       else 
                 begin
                 state        <= send_wr_resp;
                 end
       end
       send_wr_err: begin
       if(s_axi_bready)
                 begin
                 state   <= idle;
                 end
       else 
                 begin
                 state <= send_wr_err;
                 end
       end
        send_raddr_ack : 
        begin
        s_axi_arready = 1'b0;
        if(raddr < 128)
                state <= gen_data;
        else
                begin
                s_axi_rvalid <= 1'b1;
                state <= send_rd_err;
                s_axi_rdata  <= 0;
                s_axi_rresp  <= 2'b11;
                end
       end
        gen_data: begin
        if(count < 2)
                begin
                rdata <= mem[raddr];
                state <= gen_data;
                count <= count + 1;
                end       
        else
                begin
                s_axi_rvalid <= 1'b1;
                s_axi_rdata  <= rdata;
                s_axi_rresp  <= 2'b00;
                if(s_axi_rready)
                   state <= idle;
                else
                   state <=  gen_data;
                end
        end
        send_rd_err:
        begin
        if(s_axi_rready)
                begin
                state <= idle;
                end
        else
                begin
                state <= send_rd_err;
                end
        end
       default: state <= idle;
    endcase
end
end
endmodule
interface axi_if;
  logic clk,resetn;
  logic awvalid, awready;
  logic arvalid, arready;
  logic wvalid, wready;
  logic bready, bvalid;
  logic rvalid, rready;
  logic [31:0] awaddr, araddr, wdata, rdata;
  logic [1:0] wresp,rresp;
endinterface
==> /design/flow/run.sh <==
#!/bin/bash
# OpenROAD 26Q1-2900-gdf79404cd8, Yosys 0.63+post, stock flow scripts
make -C /OpenROAD-flow-scripts/flow DESIGN_CONFIG=/design/flow/config.mk WORK_HOME=/design/flow/orfs finish
==> /design/flow/config.mk <==
export PLATFORM = sky130hd
export DESIGN_NAME = axilite_s
export DESIGN_NICKNAME = axilite_s
export VERILOG_FILES = /design/flow/design.v
export SDC_FILE = /design/flow/constraint.sdc
export NUM_CORES = 4
export LEC_CHECK = 1
export CORE_UTILIZATION = 40
==> /design/flow/constraint.sdc <==
current_design axilite_s

set clk_period 118.7
set clk_io_pct 0.2

create_clock -name clk0 -period $clk_period [get_ports {s_axi_aclk}]

set non_clock_inputs [all_inputs -no_clocks]
set_input_delay [expr $clk_period * $clk_io_pct] -clock clk0 $non_clock_inputs
set_output_delay [expr $clk_period * $clk_io_pct] -clock clk0 [all_outputs]
==> Flow_metrics.wiki <==
== Flow metrics ==
{| class="wikitable"
! Metric !! Value
|-
| Kind of critical path || in2reg
|-
| First-pass DRT Iterations || 6
|-
| Clock tree from TritonCTS || done
|-
| Leakage power summed over all cells || 0.0693 uW
|-
| Kind of start point of the critical path || input pin
|-
| RSZ-0062 raised after global routing || no
|-
| Number of clock sinks || 4276
|-
| Number of cells in the finished layout apart from fillers || 19500
|-
| Proportion of synthesized chip area in sequential cells || 67.1%
|-
| Number of flops mapped to enable cells by yosys || 4098
|-
| Antenna violation net count after detailed routing || 0
|-
| Filler Cells Inserted || 40000
|-
| Final count of hold timing violations || 0
|-
| Count of instances resized after the clock tree is built || 0
|-
| Per-cell via count in the routed design || 5.51
|-
| Remaining DRCs || 0
|-
| Global-route usage over all layers || 26.2%
|-
| Share of synthesized registers carrying an async set or reset || 0%
|-
| Final worst hold slack || 0.464 ns
|-
| FP Core Util || 40.3%
|-
| Overall via count from detail_route || 108000
|-
| Area of the mapped netlist || 189000 sq um
|-
| Most used routing layer in global routing || met2
|-
| Status || completed
|-
| Yosys chip area || 189000 sq um
|-
| Number of top-level pins || 144
|-
| Die span in x || 689 um
|-
| Starting DRC count in detailed routing || 7174
|-
| Maximum clock frequency || 37.0 MHz
|-
| Vertical die dimension || 689 um
|-
| Arrival time of data at the critical path endpoint || 27.65 ns
|-
| Number of buffers inserted during clock tree synthesis || 450
|-
| Vias in the first global route || 112000
|-
| Cell type with the largest total area || sky130_fd_sc_hd__edfxtp_1
|-
| Dominant cell area share || 65.2%
|-
| Number of input and output port buffers inserted || 143
|-
| Initial antenna violation count || 20
|-
| Maximum fanout along the worst path || 89
|-
| CP Capture Type || flip-flop
|-
| Pin slew with the least headroom to its limit || 1.08 ns
|-
| Worst clock skew || 0.0967 ns
|-
| Final core area utilization || 45.5%
|-
| Max_cap viols || 0
|-
| Dominant cells by area after synthesis || sky130_fd_sc_hd__edfxtp_1 65%, sky130_fd_sc_hd__mux4_2 9.9%, sky130_fd_sc_hd__and2_1 7.2%, sky130_fd_sc_hd__nor2_1 4.0%, sky130_fd_sc_hd__mux2i_1 2.9%
|-
| Total half-perimeter wirelength after legalization and detailed placement || 342000 um
|-
| Largest net degree at the start of global routing || 113
|-
| Final worst path period need || 27.02 ns
|-
| Final slew viol count || 0
|-
| Clock-pin slew on the worst setup and hold paths || 0.06 ns
|-
| Synthesis warning total || 1
|-
| Number of cell rows || 251
|-
| Clock insertion delay at the later pin of the skew report || 1.03 ns
|-
| Number of library cell types mapped by synthesis || 55
|-
| Number of buffers added for setup after CTS || 0
|-
| Global-route track usage on met2 || 37.8%
|-
| DP Cell Count || 18700
|-
| Ratio of cells with drive above 1 in the final layout || 17.3%
|-
| Post-layout period usage || 22.8%
|-
| H-tree depth || 5
|-
| Routability congestion estimate from global placement || 0.972
|-
| Required time at the worst-slack endpoint || 119.32 ns
|-
| Highest ir drop seen on vdd || 13.9 uV
|-
| Setup_tns || 0 ns
|-
| Area grow syn2layout || 12.9%
|-
| Ys flops || 4276
|-
| Total detailed-routing wirelength || 569000 um
|-
| Setup-violating endpoint count in the final report || 0
|-
| Synth Instances || 13000
|-
| Max Buffers Root-to-Sink || 4
|-
| Average size of a mapped cell || 14.5 sq um
|-
| Chip area || 475000 sq um
|-
| Power density over cell area || 16.9 nW/um^2
|-
| Global-route wire length before repair || 815000 um
|-
| Global routing met1 resource utilization || 32.2%
|-
| Number of warnings in the stage logs || 30
|-
| Number of hold-repair buffers added at the cts stage || 0
|-
| # Cells Yosys || 13000
|-
| Most used flip-flop cell after synthesis || sky130_fd_sc_hd__edfxtp_1
|-
| Wire per inst || 29.1 um
|-
| Area of the core || 469000 sq um
|-
| Fraction of met3 tracks used by global routing || 17.8%
|-
| Type of the most critical hold path || reg2reg
|-
| Overall power after layout || 3600 uW
|-
| Clk Tree Root Cell || sky130_fd_sc_hd__clkbuf_16
|-
| Headroom to the max-slew limit || 25.9%
|-
| Grt total ovfl || 0
|}
[registers in the layout (all words and copies together) (netlist names), 2 cells and up, named ones only]
name,count
rdata,32
raddr,32
mem,4096
wdata,32
s_axi_rdata,32
state,4
count,2
waddr,32
[routing by layer]
layer | routed length, um | up-vias
li1 | - | 47700
met1 | 189000 | 53500
met2 | 260000 | 5398
met3 | 92400 | 1010
met4 | 26100 | 32
met5 | 2300 | -
[cells in the final DEF, fill, tap and decap left out, types with 9 or more instances in the layout]
master	netlist	routed
sky130_fd_sc_hd__a22oi_1	439	439
sky130_fd_sc_hd__a21boi_0	50	50
sky130_fd_sc_hd__nor2_4	6	18
sky130_fd_sc_hd__nand2_1	618	615
sky130_fd_sc_hd__buf_4	17	525
sky130_fd_sc_hd__edfxtp_1	4098	4098
sky130_fd_sc_hd__and2_1	2183	2178
sky130_fd_sc_hd__nand3_1	144	143
sky130_fd_sc_hd__nand4_1	18	18
sky130_fd_sc_hd__nor2_2	0	58
sky130_fd_sc_hd__clkbuf_1	951	103
sky130_fd_sc_hd__bufinv_16	0	31
sky130_fd_sc_hd__clkinv_2	0	85
sky130_fd_sc_hd__nor3_1	16	9
sky130_fd_sc_hd__nor2b_1	53	46
sky130_fd_sc_hd__clkbuf_16	0	455
sky130_fd_sc_hd__mux2i_1	553	553
sky130_fd_sc_hd__a21oi_1	102	101
sky130_fd_sc_hd__clkinv_1	0	112
sky130_fd_sc_hd__a211oi_1	18	18
sky130_fd_sc_hd__nor2_1	2009	1939
sky130_fd_sc_hd__diode_2	0	35
sky130_fd_sc_hd__dfxtp_4	0	37
sky130_fd_sc_hd__o22ai_1	30	30
sky130_fd_sc_hd__mux4_2	828	828
sky130_fd_sc_hd__clkbuf_8	0	12
sky130_fd_sc_hd__a22o_1	80	80
sky130_fd_sc_hd__buf_12	0	13
sky130_fd_sc_hd__a221oi_1	16	16
sky130_fd_sc_hd__mux2_2	34	34
sky130_fd_sc_hd__nor4_1	12	11
sky130_fd_sc_hd__a2111oi_0	18	18
sky130_fd_sc_hd__nand2b_1	33	27
sky130_fd_sc_hd__o2111ai_1	30	29
sky130_fd_sc_hd__clkdlybuf4s50_1	0	142
sky130_fd_sc_hd__o21ai_0	159	37
sky130_fd_sc_hd__a32oi_1	15	15
sky130_fd_sc_hd__dfxtp_1	178	139
sky130_fd_sc_hd__o21ai_4	0	122
sky130_fd_sc_hd__o221ai_1	14	14
[kinds of logic (layout without fill, tap and decap cells)]
logic type      Yosys count  in the layout  synth area share (%)
flops                  4276           4276                  67.1
buf+inv                1246           1516                  2.80
mux                    1415           1415                  13.0
xor+xnor                  1              1               0.00464
other cells               0             35                     0
compound gates          981            981                  3.66
simple gates           5118           5118                  13.4
[synth_stat cells (6+ instances only)]
| master | number |
|---|---|
| sky130_fd_sc_hd__edfxtp_1 | 4098 |
| sky130_fd_sc_hd__a21oi_1 | 102 |
| sky130_fd_sc_hd__buf_1 | 53 |
| sky130_fd_sc_hd__nor4_1 | 12 |
| sky130_fd_sc_hd__a21boi_0 | 50 |
| sky130_fd_sc_hd__mux2_2 | 34 |
| sky130_fd_sc_hd__o221ai_1 | 14 |
| sky130_fd_sc_hd__clkbuf_1 | 951 |
| sky130_fd_sc_hd__a22oi_1 | 439 |
| sky130_fd_sc_hd__and2_1 | 2183 |
| sky130_fd_sc_hd__nor3_1 | 16 |
| sky130_fd_sc_hd__a2111oi_0 | 18 |
| sky130_fd_sc_hd__buf_4 | 17 |
| sky130_fd_sc_hd__nand4_1 | 18 |
| sky130_fd_sc_hd__a32oi_1 | 15 |
| sky130_fd_sc_hd__nor2b_1 | 53 |
| sky130_fd_sc_hd__nor2_1 | 2009 |
| sky130_fd_sc_hd__dfxtp_1 | 178 |
| sky130_fd_sc_hd__mux2i_1 | 553 |
| sky130_fd_sc_hd__o21ai_0 | 159 |
| sky130_fd_sc_hd__o22ai_1 | 30 |
| sky130_fd_sc_hd__nand2b_1 | 33 |
| sky130_fd_sc_hd__nor2_4 | 6 |
| sky130_fd_sc_hd__nand3_1 | 144 |
| sky130_fd_sc_hd__a22o_1 | 80 |
| sky130_fd_sc_hd__o2111ai_1 | 30 |
| sky130_fd_sc_hd__buf_2 | 179 |
| sky130_fd_sc_hd__buf_6 | 41 |
| sky130_fd_sc_hd__nand2_1 | 618 |
| sky130_fd_sc_hd__a221oi_1 | 16 |
| sky130_fd_sc_hd__mux4_2 | 828 |
| sky130_fd_sc_hd__a211oi_1 | 18 |
[power by group]
group,total [uW],switching (uW),internal (uW)
Clock,1370,593,779
Sequential,1750,45.4,1700
Combinational,477,332,145
Total,3600,971,2630
[final timing paths]
check / from / to / slack (ns) / cells past startpoint
max: s_axi_aresetn / mem[29][16]$_SDFFCE_PN0P_ / 91.68 / 9
min reg2reg: s_axi_rvalid$_SDFFE_PN0P_ / s_axi_rvalid$_SDFFE_PN0P_ / 0.46 / 2
max reg2reg: flip-flop / rdata[22]$_SDFFE_PN0P_ / 112.73 / 11
min: s_axi_rvalid$_SDFFE_PN0P_ / s_axi_rvalid$_SDFFE_PN0P_ / 0.46 / 2
[worst max-delay path, cell delays in order]
cell                      delay (ns)
sky130_fd_sc_hd__buf_8          0.27
sky130_fd_sc_hd__nand2_1        0.16
sky130_fd_sc_hd__nor2b_1        0.63
sky130_fd_sc_hd__nand2_4        0.50
sky130_fd_sc_hd__buf_12         0.37
sky130_fd_sc_hd__buf_4          0.45
sky130_fd_sc_hd__buf_4          0.44
sky130_fd_sc_hd__o21ai_4        0.22
sky130_fd_sc_hd__buf_4          0.48
[through the flow]
stage	instance area, sq um	worst slack, ns
final	213000	91.68
after global routing	213000	91.62
after CTS	213000	91.81
after detailed placement	199000	90.72
after global placement	199000	90.77
after floorplan	189000	91.05
[area by class of cell]
type	count	area [sq um]	area share (%)
Antenna cell	35	87.6	0.0411
Sequential cell	4276	127000	59.5
Timing Repair Buffer	681	5640	2.65
Multi-Input combinational cell	7515	58600	27.5
Inverter	2	7.51	0.00352
Tap cell	6198	7750	3.64
Clock inverter	256	2250	1.06
Clock buffer	577	12000	5.63
Power and IR drop assume default switching activity.
